==> ./design.v <==
module spi_drv #(
    parameter integer               CLK_DIVIDE  = 100,  
    parameter integer               SPI_MAXLEN  = 32    
) (
    input                           clk,
    input                           sresetn,            
    input                           start_cmd,          
    output reg                      spi_drv_rdy,        
    input  [$clog2(SPI_MAXLEN):0]   n_clks,             
    input  [SPI_MAXLEN-1:0]         tx_data,            
    output reg [SPI_MAXLEN-1:0]     rx_miso,            
    output reg                      SCLK,               
    output reg                      MOSI,               
    input                           MISO,               
    output reg                      SS_N                
);
  reg [$clog2(SPI_MAXLEN):0]   n_clk_r;                 
  reg [$clog2(SPI_MAXLEN):0]   n_clk_count;             
  reg [SPI_MAXLEN-1:0]         tx_data_r;               
  reg [$clog2(CLK_DIVIDE):0]   SCLK_count_r;		    
  localparam CLK_DIVIDE_r = $unsigned(CLK_DIVIDE)/2;    
always@(posedge clk)
begin
	if (~sresetn) begin
		SCLK_count_r <= 0;
	end
	else if (~spi_drv_rdy) begin
		if (SCLK_count_r == CLK_DIVIDE_r - 1) begin
			SCLK_count_r <= 0;
		end
		else begin
			SCLK_count_r <= SCLK_count_r + 1;
		end
	end
	else begin
		SCLK_count_r <= 0;
	end
end
always@(posedge clk)
begin
	if (~sresetn) begin
		SCLK <= 1'b0;
		n_clk_count <= 1'b0;
	end
	else if (~spi_drv_rdy) begin
		if (SCLK_count_r == CLK_DIVIDE_r - 1) begin
			SCLK <= ~SCLK;
			if (SCLK) begin
				n_clk_count <= n_clk_count + 1;  
			end
			else begin
				n_clk_count <= n_clk_count;
			end
		end 
		else begin
			SCLK <= SCLK;
			n_clk_count <= n_clk_count;
		end
	end
	else begin 
		SCLK <= 1'b0;
		n_clk_count <= 1'b0;
	end
end
always@(posedge clk)
begin
	if (~sresetn) begin
		spi_drv_rdy <= 1'b1;
		SS_N <= 1'b1;
	end
	else if (start_cmd) begin
		spi_drv_rdy <= 1'b0;  
		SS_N <= 1'b0;
	end
	else if (n_clk_count == n_clk_r) begin
		spi_drv_rdy <= 1'b1;  
		SS_N <= 1'b1;
	end
	else begin
		spi_drv_rdy <= spi_drv_rdy;
		SS_N <= SS_N;
	end
end
always@(posedge clk)
begin
	if (~sresetn) begin
		tx_data_r <= 0;
		n_clk_r <= 0;
	end
	else begin
		if (start_cmd) begin
			n_clk_r <= n_clks;
			tx_data_r <= tx_data;
		end
		else begin
			n_clk_r <= n_clk_r;
			tx_data_r <= tx_data_r;
		end
	end
end
always@(posedge clk)
begin
	if (~sresetn) begin
		MOSI <= 1'b0;
	end
	else if (~spi_drv_rdy) begin
      MOSI <= tx_data_r[n_clk_r-n_clk_count-1];
	end
	else begin
		MOSI <= 1'b0;
	end
end
always@(posedge clk)
begin
	if (~sresetn) begin
		rx_miso <= 0;
	end
	else begin
		if (start_cmd) begin
			rx_miso <= 0;  
		end
		else if (~spi_drv_rdy) begin
			if (SCLK_count_r == CLK_DIVIDE_r - 1) begin
				if (~SCLK) begin  
					rx_miso[n_clk_r-n_clk_count-1] <= MISO;
				end
				else begin
					rx_miso <= rx_miso;
				end
			end 
			else begin
				rx_miso <= rx_miso;
			end
		end
		else begin
			rx_miso <= rx_miso;   
		end
	end
end
endmodule
==> ./run.sh <==
#!/bin/bash
# OpenROAD 26Q1-2900-gdf79404cd8, Yosys 0.63+post, stock flow scripts
make -C /OpenROAD-flow-scripts/flow DESIGN_CONFIG=/design/flow/config.mk WORK_HOME=/design/flow/orfs finish
==> ./config.mk <==
export PLATFORM = sky130hd
export DESIGN_NAME = spi_drv
export DESIGN_NICKNAME = spi_drv
export VERILOG_FILES = /design/flow/design.v
export SDC_FILE = /design/flow/constraint.sdc
export NUM_CORES = 4
export LEC_CHECK = 1
export CORE_UTILIZATION = 50
==> ./constraint.sdc <==
current_design spi_drv

set clk_period 7.8
set clk_io_pct 0.2

create_clock -name clk0 -period $clk_period [get_ports {clk}]

set non_clock_inputs [all_inputs -no_clocks]
set_input_delay [expr $clk_period * $clk_io_pct] -clock clk0 $non_clock_inputs
set_output_delay [expr $clk_period * $clk_io_pct] -clock clk0 [all_outputs]
==> results.txt <==
Cell area leaders - dfxtp_1, mux2i_1, nor2b_1
post-synth cell types - 60
min Tclk post-route - 5.44 ns
Startpoint Class - flop
CTS root buffer - clkbuf_8
Core Area - 9330 um2
RSZ-0062 raised after global routing - false
CP Data Arrival Time - 5.66 ns
async set-or-reset flop fraction in the synthesized netlist - 0%
Top cell area share - 35.7%
hold slack - 0.464 ns
final antenna-violating net count - 0
Crit-path slowest cell - ha_1
crit path cell chain - inv_1 -> ha_1 -> fa_1 -> ha_1 -> nand2_1 -> nor2_1 -> o2111ai_1 -> a211oi_4 -> inv_1 -> ha_1 -> nor4bb_1 -> nand4_1 -> nor4_1 -> o21ai_1 -> nor3_2 -> nand3_1 -> mux2i_1
Worst Hold Class - reg -> reg
cts hold-fix bufs - 0
sw frac - 29.9%
main flop type - dfxtp_1
drt first pass iters - 4
critical path's top delay family - simple AND/OR/NAND/NOR gates
tool warnings - 29
Die Wd - 101 um
total track usage - 22.7%
Max Slew Vio Count - 0
P_int - 0.724 mW
maxcap violations - 0
setup TNS - 0 ns
Crit Path Max Fanout - 18
Fin. Hold Viols - 0
clock net sink count - 87
clock power share - 31.4%
Yosys Instances - 515
Critical R2R Launch - n_clk_r[0]
# port buffers - 77
Crit path largest cell delay - 0.74 ns
Hold Startpoint - rx_miso[26]
global-route wire length before repair - 17,700 um
most frequent cell after synthesis - dfxtp_1
# IOs - 78
FMAX - 184 MHz
final routed DRC violation total - 0
CP Class - reg -> reg
YS warnings - 1
Critical path buffers and inverters - 2
Latency at later pin - 0.36 ns
aggregate global routing overflow - 0
Pleak - 2.19 nW
Worst VDD drop - 126 uV
CTS Buffer Depth - 2
Placer Congestion - 0.906
Num CTS Buffers - 9
diode count - 0
hpwl dp - 7590 um
die area - 10,200 um2
P&R area growth vs syn - 21.2%
Post-Route WL - 10,400 um
layout cells sized above 1 - 8.06%
period utilisation layout - 69.8%
Rows - 35
H-tree Lvls - 3
post-CTS sizing - 0
worst clock skew - 0.0141 ns
pwr dens - 175 nW/um2
CP Launch Point - n_clk_r[0]
synthesized flop and latch total - 87
Detailed Route Iter0 Violations - 111
register share of total power - 44.8%
synthesis area per yosys - 4880 um2
Commonest cells post-synth - dfxtp_1, mux2i_1, nor2b_1
relative slew slack - 34.5%
Setup Buffers After CTS - 0
synthesized area - 4880 um2
Final setup viols - 0
Mapped Cells - 515
DR vias - 3,863
total chip power - 1.03 mW
Most common cell on crit path - ha_1
initial antenna violation count - 0
Reg clk slew, reported paths - 0.09 ns
combinational fraction of design power - 23.7%
CTS tree - built
CP required - 8.02 ns
register share after synthesis - 35.7%
FP Core Util - 52.3%
status - complete, no violations
die y size - 101 um
Avg Inst Size Synth - 9.48 um2
slew of the pin with the lowest slew margin - 0.970 ns
drt wl/cell - 14.6 um
Crit. End Element - flop
Post-synth EDFFs - 0
post-DR vias/cell - 5.43
largest net degree at the start of global routing - 43
Psw - 0.309 mW
vias in the first global route - 3,715
largest area contributor in the netlist - dfxtp_1
[worst paths after layout]
check                      to  slack, ns  depth (start not counted)
setup / recovery  rx_miso[29]       2.36                         17
hold / removal    rx_miso[26]       0.46                          2
setup reg to reg  rx_miso[29]       2.36                         17
hold reg to reg   rx_miso[26]       0.46                          2
[cell usage in the layout (no fill, tap or decap), types with 11 or more instances in the layout]
master / instances
nand3_1: 22
ha_1: 20
o31ai_1: 16
nand2_1: 39
nor2_1: 32
dfxtp_1: 87
clkbuf_8: 11
inv_1: 18
mux2i_1: 57
nand4_1: 22
xnor2_1: 16
nor2b_1: 44
a21oi_1: 17
clkdlybuf4s50_1: 76
[worst register-to-register path, cell delays in order, from the launching register on]
cell and delay, ns:
dfxtp_1 0.34, inv_1 0.04, ha_1 0.21, fa_1 0.48
ha_1 0.75, nand2_1 0.22, nor2_1 0.24, o2111ai_1 0.22
a211oi_4 0.43, inv_1 0.09, ha_1 0.29, nor4bb_1 0.37
nand4_1 0.14, nor4_1 0.27, o21ai_1 0.16, nor3_2 0.67
nand3_1 0.23, mux2i_1 0.17
[power by group through the flow]
stage / logic [mW] / clock network, mW / registers, mW
CTS: 0.244 / 0.334 / 0.463
global route: 0.272 / 0.355 / 0.465
finish: 0.245 / 0.324 / 0.463
[logic make-up after synthesis]
logic type | count (synthesis) | synth area share [%]
and+or+nand+nor | 204 | 23.3
DFF | 87 | 35.7
muxes | 67 | 16.3
AOI/OAI and AO/OA | 63 | 9.64
buffers and inverters | 48 | 4.28
xor gates and xnor gates | 25 | 5.23
adders and majority gates | 21 | 5.54
[state kept, by name, indices dropped and copies added, names as in the netlist]
signal        flops
n_clk_r           6
SCLK_count_r      8
tx_data_r        32
rx_miso          32
n_clk_count       6
MOSI              1
SCLK              1
spi_drv_rdy       1
[per-stage QoR]
stage	setup slack, ns	utilization, %	instances	cell area, um2
2_1_floorplan	3.17	-	515	4880
3_3_place_gp	2.64	61.1	696	5700
3_5_place_dp	2.42	61.1	696	5700
4_1_cts	2.34	63.4	712	5910
5_1_grt	1.84	63.4	712	5910
6_report	2.36	63.4	712	5910
[routing by layer]
layer  share of wire [%]  wire length (um)  track usage (%)
met1                  48              5000             35.1
met2                  46              4760             35.2
met3                 5.2               543             4.72
met4                 1.1               116             2.01
met5                   0                 0                0
[layout make-up]
| type | instances | area, um2 |
|---|---|---|
| multi-input combinational | 380 | 2930 |
| tap | 129 | 161 |
| fill | 779 | 3420 |
| sequential | 87 | 1740 |
| clock inverter | 4 | 53.8 |
| timing repair buffer | 82 | 803 |
| inverter | 18 | 67.6 |
| clock buffer | 12 | 155 |
Power is estimated from default activity; no workload was simulated.
